[./config.mk]
export PLATFORM = sky130hd
export DESIGN_NAME = debFilter
export DESIGN_NICKNAME = debFilter
export VERILOG_FILES = /design/flow/design.v
export SDC_FILE = /design/flow/constraint.sdc
export NUM_CORES = 4
export LEC_CHECK = 1
export CORE_AREA = 10 10 70 70
export DIE_AREA = 0 0 80 80
[./constraint.sdc]
current_design debFilter

set clk_period 1.5
set clk_io_pct 0.2

create_clock -name clk0 -period $clk_period [get_ports {clock}]

set non_clock_inputs [all_inputs -no_clocks]
set_input_delay [expr $clk_period * $clk_io_pct] -clock clk0 $non_clock_inputs
set_output_delay [expr $clk_period * $clk_io_pct] -clock clk0 [all_outputs]
[./design.v]
module DetectREdge(clock,reset,pluse,REdge);
input clock,reset,pluse;
output REdge;
reg firreg,secreg;
wire EdgeV;
 always @(posedge clock or negedge reset)
 begin
       if(reset==1'b0)
       begin
           firreg<=1'b1;
           secreg<=1'b1;
       end
       else
       begin
          firreg<=pluse;
          secreg<=firreg;
       end
 end
 assign EdgeV=firreg^secreg;
 assign REdge=~(EdgeV&firreg);
endmodule
module debFilter #(parameter SAMPLEWIDTH=4'd0) (clock,reset,in,out);
input clock;
input reset;
input in;
output out;
reg [2:0] samples;
reg rx_filtered;
reg [SAMPLEWIDTH-1:0] samplesCount;
reg sampleRx;
assign out=rx_filtered;
always @(posedge clock or negedge reset)
begin
    if(reset==1'b0)
        samplesCount<=12'd0;
    else
    begin
        samplesCount<=samplesCount+1;
    end
end
DetectREdge detectInst(.clock(clock),.reset(reset),.pluse(samplesCount[SAMPLEWIDTH-1]),.REdge(sampleClock)) ;
always@(posedge clock)
begin
         if(sampleClock==1'b0)
            sampleRx<=in;
         else
            sampleRx<=sampleRx;
end
always @(posedge clock or negedge reset)
begin : majority
  if (reset==1'b0)
  begin
    samples <= 3'b111;        
  end
  else
  begin
      if(sampleClock==1'b0)
      begin
          samples[1:0] <= samples[2:1];  
          samples[2] <= sampleRx;     
      end
  end
end
always @(samples)
begin
  case (samples)
    3'b000:
    begin
      rx_filtered <= 1'b0;      
    end
    3'b001:
    begin
      rx_filtered <= 1'b0;      
    end
    3'b010:
    begin
      rx_filtered <= 1'b0;      
    end
    3'b011:
    begin
      rx_filtered <= 1'b1;      
    end
    3'b100:
    begin
      rx_filtered <= 1'b0;      
    end
    3'b101:
    begin
      rx_filtered <= 1'b1;      
    end
    3'b110:
    begin
      rx_filtered <= 1'b1;      
    end
    default:
    begin
      rx_filtered <= 1'b1;      
    end
  endcase
end
endmodule
[./run.sh]
#!/bin/bash
# OpenROAD 26Q1-2900-gdf79404cd8, Yosys 0.63+post, stock flow scripts
make -C /OpenROAD-flow-scripts/flow DESIGN_CONFIG=/design/flow/config.mk WORK_HOME=/design/flow/orfs finish
==> flow_summary.yaml <==
# yosys + openroad results
die:
  fp.dieH_um: 80
  num_io_pins: 4
  die_x_um: 80
  core-area_mm2: 0.003416
  die_area_mm2: 0.006400
  initial_utilization: 0.08571
  core.rowCount: 21
yosys:
  top_cell: "dfstp_2"
  ys.flops: 8
  yosysSeqAreaShare: 0.7222
  synth_cells: 15
  ys.flop_type: "dfstp_2"
  synthTopCellsByCount: "5 x dfstp_2, 3 x mux2_4, 2 x dfrtp_1"
  area_leaders: "dfstp_2 45%, dfrtp_1 17%, mux2_4 15%"
  edf_count: 1
  synth_chip_area_um2: 292.8
  top_area_frac: 0.4487
  synth_area_leader_cell: "dfstp_2"
  synth_cell_types: 8
  synth.avg_cell_area_um2: 19.52
  syn-cell-area_um2: 292.8
  ys_cells: 15
  synth_warnings: 3
  synth-async-reset-ratio: 0.8750
setup_path:
  cp.required_ns: 1.20
  crit_path_cell_trace: "maj3_1, clkbuf_2"
  arrival_ns: 1.07
  path_class: "reg2out"
  r2r_cells: 2
  start_kind: "flip-flop"
  crit_path_top_delay_cell: "dfstp_2"
  end_kind: "output pin"
  path_max_fanout: 2
  critPathMaxStageDelay_ns: 0.36
timing:
  max_freq_mhz: 732.5
  min_period_ns: 1.365
  slew_viol_final: 0
  relSlewSlack: 0.8035
  setup_viol: 0
  worst_clock_skew_ns: 0.002245
  hold_viol: 0
  period_used_share: 0.9102
  setup_tns_ns: 0
  tightest_slew_ns: 0.2938
  rsz0062_at_grt: "no"
  worst_slack_ns: 0.1347
clock_tree:
  cts_sinks: 8
  clk_pin_slew_ns: 0.05
  ctsLongestPathBuffers: 2
  clock_latency_ns: 0.25
  htreeDepth: 1
  cts_tree: "yes"
  ctsHoldBuffers: 0
  numCtsBuffers: 3
  root_buffer: "clkbuf_4"
global_routing:
  grt_util_all_layers: 0.01610
  overflow: 0
  grt_max_degree: 8
  grt_pass1_vias: 171
  antenna_found_initial: 0
  grt_pass1_wl_um: 793
pwr:
  clockPowerShare: 0.431
  max-vdd-ir-drop_mv: 0.6098
  sequentialPowerShare: 0.549
  power_switching_uw: 76.20
  p_comb_frac: 0.020
  powerDensity_mw_per_mm2: 970.4
  internal-power_uw: 328.1
  p_leak_nw: 0.1700
  p_sw_frac: 0.1885
placed_design:
  io_buffers: 3
  placed_area_um2: 380.4
  dp.cells: 64
  gp_congestion: 0.7322
  dp.final_hpwl_um: 281.5
  place_ws_ns: 0.02309
route:
  routed_wl_um: 380
  ant_nets: 0
  antenna_cells: 0
  vias: 143
  avgRoutedWirePerCell_um: 5.429
  viasPerCell: 2.043
  drt_iter0_drc: 0
  dr.pass1.iters: 1
  post-route-drc-count: 0
cells_and_area:
  fillerInstances: 394
  utilization: 0.1220
  drive_gt1_frac: 0.6250
  final-instance-count-excl-fill: 70
  final_area_um2: 416.7
  regArea_um2: 211.5
  combGateArea_um2: 77.57
  area_growth_pct: 42.31
worst_hold_path:
  hold_class: "in2async"
outcome:
  status: "finished clean"
flow_run:
  tool_warnings: 25
  maxCapViolations: 0
-- placed cells by master (no fill, tap or decap), drive strengths merged --
master / instances
dfstp: 5
clkbuf: 5
mux2: 3
clkdlybuf4s50: 2
buf: 2
dfrtp: 2
maj3: 1
nor2b: 1
xor2: 1
inv: 1
edfxtp: 1
-- cell type report --
class,count,area share
flip-flops and latches,8,0.5075
multi-input cells,6,0.1862
well taps,46,0.1381
repair buffers,5,0.09610
clock buffers,4,0.06306
inverters,1,0.009009
-- power by group through the flow --
stage | logic (mW) | clock network [mW] | registers (mW)
4_1_cts | 0.00835 | 0.182 | 0.222
6_report | 0.00810 | 0.174 | 0.222
5_1_grt | 0.00918 | 0.207 | 0.222
-- routing by layer --
layer | GRT usage | part of all wire | up-vias
met5 | 0 | 0 | -
met4 | 0.003521 | 0 | 0
met1 | 0.02308 | 0.56 | 65
met2 | 0.01525 | 0.32 | 8
li1 | - | - | 70
met3 | 0.01591 | 0.12 | 0
-- flip-flops by register name, indices dropped and copies added, names as in the netlist --
register and count:
samplesCount[-1] 1, sampleRx 1, samples 3, detectInst.firreg 1
detectInst.secreg 1, samplesCount 1
-- worst paths after layout --
check | endpoint | slack, ns | startpoint
setup / recovery | out | 0.13 | samples[2]
hold / removal | samplesCount[0] | 0.29 | reset
setup reg to reg | samples[1] | 0.38 | detectInst.firreg
hold reg to reg | detectInst.secreg | 0.36 | detectInst.firreg
max in group asynchronous | samples[1] | 0.92 | reset
min in group clk0 | detectInst.secreg | 0.36 | detectInst.firreg
-- stage by stage --
step / hold WS, ns / power [mW]
floorplan: 0.004409 / 0.2255
global placement: 0.3575 / 0.2335
detailed placement: 0.3587 / 0.2338
CTS: 0.2930 / 0.4127
global route: 0.2954 / 0.4376
finish: 0.2950 / 0.4043
-- worst max-delay path: cells and delay by family, from the launching register on --
kind | cells | cell delay [ns]
flops | 1 | 0.36
fa+ha+maj | 1 | 0.35
buf+inv | 1 | 0.11
-- what timing repair did --
item,in CTS,in global routing
setup endpoints to repair,1,1
setup buffers,2,0
resized,2,1
-- logic make-up (layout without fill, tap and decap cells) --
logic type	after synthesis	after routing	synth area share
flip-flops	8	8	0.7222
multiplexers	3	3	0.1538
adder cells (fa/ha/maj)	1	1	0.03419
XOR/XNOR	1	1	0.02992
AND/OR/NAND/NOR	1	1	0.04700
buffers and inverters	1	10	0.01281
Power is estimated from default activity; no workload was simulated.
