==> design/flow/design.v <==
module encoderCnt(clock,reset,phaseA,phaseB,direction,cntSetting);
input clock,reset,phaseA,phaseB;
input [2:0] cntSetting;
output reg direction;
localparam REGUALCNT=3'd0,DOUBLECNT=3'd1,QUADCNT=3'd2;
reg [1:0] Ar, Br;
wire A_posedge = (Ar==2'b01);  
wire A_negedge = (Ar==2'b10);  
wire B_posedge = (Br==2'b01);  
wire B_negedge = (Br==2'b10);  
always @(posedge clock or negedge reset)
begin
    if(reset==1'b0)
    begin
        direction<=1'b0;
    end
    else
    begin
        Ar <= {Ar[0], phaseA};
        Br <= {Br[0], phaseB};
        if (A_posedge)
        begin
           if (Br[1]==1'b0&&((cntSetting==REGUALCNT)||(cntSetting==DOUBLECNT)||(cntSetting==QUADCNT))) 
              direction<=1'b0;   
           else if((Br[1]==1'b1)&&((cntSetting==QUADCNT)||(cntSetting==DOUBLECNT)))
              direction<=1'b1;
           else 
           begin
              direction<=1'b1;
           end
        end
        else if (A_negedge)
        begin  
           if ((Br[1]==1'b1)&&((cntSetting==QUADCNT)||(cntSetting==DOUBLECNT))) 
              direction<=1'b0;
           else if((Br[1]==1'b0)&&((cntSetting==REGUALCNT)||(cntSetting==DOUBLECNT)||(cntSetting==QUADCNT)))
              direction<=1'b1;
           else
           begin
              direction<=1'b1;
           end
        end
        else if (B_posedge)
        begin
           if ((Ar[1]==1'b1)&&((cntSetting==QUADCNT))) 
                direction<=1'b0;
           else if((Ar[1]==1'b0)&&(cntSetting==QUADCNT))
                direction<=1'b1;
           else
           begin
               direction<=1'b1;
           end
        end
        else if (B_negedge)
        begin        
        if ((Ar[1]==1'b0)&&(cntSetting==QUADCNT)) 
            direction<=0;
        else if((Ar[1]==1)&&((cntSetting==QUADCNT)))
            direction<=1'b1;
        else
        begin
            direction<=1'b1;
        end
       end
       else 
       begin
         direction<=1'b1;          
       end  
    end
end
endmodule
==> design/flow/run.sh <==
#!/bin/bash
# OpenROAD 26Q1-2900-gdf79404cd8, Yosys 0.63+post, stock flow scripts
make -C /OpenROAD-flow-scripts/flow DESIGN_CONFIG=/design/flow/config.mk WORK_HOME=/design/flow/orfs finish
==> design/flow/config.mk <==
export PLATFORM = sky130hd
export DESIGN_NAME = encoderCnt
export DESIGN_NICKNAME = encoderCnt
export VERILOG_FILES = /design/flow/design.v
export SDC_FILE = /design/flow/constraint.sdc
export NUM_CORES = 4
export LEC_CHECK = 1
export CORE_AREA = 10 10 70 70
export DIE_AREA = 0 0 80 80
==> design/flow/constraint.sdc <==
current_design encoderCnt

set clk_period 1.2
set clk_io_pct 0.2

create_clock -name clk0 -period $clk_period [get_ports {clock}]

set non_clock_inputs [all_inputs -no_clocks]
set_input_delay [expr $clk_period * $clk_io_pct] -clock clk0 $non_clock_inputs
set_output_delay [expr $clk_period * $clk_io_pct] -clock clk0 [all_outputs]
==> flow_metrics.py <==
# Auto-generated metrics
metrics = {
    "outcome": {
        "run_status": "completed",
    },
    "min_path": {
        "hp-class": "in2async",
    },
    "worst_setup_path": {
        "slowest_stage": "clkdlybuf4s50_1",
        "crit_fanout": 4,
        "crit_type": "in2reg",
        "crit_path_end_kind": "register",
        "cp_slowest_stage_delay_ns": 0.53,
        "cp.arrival_ns": 1.21,
        "worstPathRequired_ns": 1.30,
        "path_delay_family": "buffers and inverters",
        "cp-start-kind": "input pin",
        "cp_cell_sequence": "clkdlybuf4s50_1, nand2_1, a211oi_1, o21ai_1",
        "crit_buf_inv": 1,
    },
    "layout": {
        "fin_util_pct": 10.22,
        "n_fill_cell": 406,
        "areaGrowthSynthToFinish_pct": 77.71,
        "stdcell_count": 70,
        "drive_above_1_share_pct": 12.50,
        "fin_area_um2": 349.1,
    },
    "cts": {
        "cts_buffer_depth": 2,
        "cts_setup_buffers": 0,
        "cts.clk_slew.worst_paths_ns": 0.04,
        "cts.sinks": 5,
        "cts_tree": "built",
        "clock-root-buffer": "clkbuf_4",
        "ctsHtreeMaxLevel": 1,
        "cts_buffers": 3,
        "insertion_delay_ns": 0.24,
    },
    "grt": {
        "overflow": 0,
        "grt_antenna_before_repair": 0,
        "grt_max_degree": 6,
        "grt_pass1_wl_um": 814,
        "grt_pass1_vias": 165,
        "track_usage_pct": 1.699,
    },
    "yosys": {
        "aoi_share_pct": 15.29,
        "synth_area_per_cell_um2": 15.11,
        "yosys_register_bits": 5,
        "top_cell_area_share_pct": 61.15,
        "yosys_warnings": 1,
        "mux_share_pct": 0,
        "postSynth.asyncResetShare_pct": 20.00,
        "synth-edff-count": 4,
        "netlist_area_um2": 196.4,
        "synthTopCellsByArea": "edfxtp_1 (61%), dfrtp_1 (13%), a211oi_1 (7.6%)",
        "synth_cells": 13,
        "ys_top_cells_by_count": "edfxtp_1 (4), a211oi_1 (2)",
        "top_cell": "edfxtp_1",
        "ys_seq_share_pct": 73.89,
        "ys_cells": 13,
        "synth_simple_gate_area_share_pct": 8.917,
        "logic_family": "AND-OR/OR-AND gates",
        "synthFlopType": "edfxtp_1",
        "adder_share_pct": 0,
        "yosys.area.top_type": "edfxtp_1",
        "synth.distinct_cells": 9,
        "yosys-stat-area_um2": 196.4,
        "xor_area_share_pct": 0,
    },
    "timing": {
        "period_used_pct": 92.01,
        "skew_ns": 0.005146,
        "setup_viol": 0,
        "tns_ns": 0,
        "rsz0062_at_grt": "false",
        "whs_ns": 0.2178,
        "relSlewSlack_pct": 86.04,
        "worst_pin_slew_ns": 0.2082,
        "post-route-min-period_ns": 1.104,
        "slew_violations": 0,
        "finalHoldViolations": 0,
        "setup_slack_ns": 0.09589,
        "fmax_ghz": 0.9057,
    },
    "detailed_routing": {
        "num_vias": 152,
        "wirelength_um": 485,
        "drc": 0,
        "dr.pass1.iters": 2,
        "n_antenna_cell": 0,
        "antenna_left": 0,
        "first_iter_violations": 1,
        "vias_per_cell": 2.171,
        "wl_per_cell_um": 6.929,
    },
    "floorplanning": {
        "dieArea_um2": 6400,
        "num_rows": 21,
        "io_pins": 8,
        "die_h_um": 80,
        "fp_util_pct": 5.751,
        "fp.dieW_um": 80,
        "coreArea_um2": 3416,
    },
    "placement": {
        "placed_cell_area_um2": 324.1,
        "place_inst": 66,
        "dp_slack_ns": -0.1512,
        "place.gp.congestion": 0.6879,
        "io_buffer_count": 7,
    },
    "power_and_ir_drop": {
        "vdd_drop_max_mv": 0.6470,
        "leakagePower_nw": 0.1151,
        "powerDensity_nw_per_um2": 1254,
        "total_power_mw": 0.4376,
    },
    "job": {
        "max-cap-violations": 0,
        "openroad.warnings": 25,
    },
}
## power breakdown
part	internal (mW)	switching [mW]	total, mW
clock network	0.125	0.0649	0.190
logic	0.0255	0.0131	0.0387
registers	0.203	0.00599	0.209
total	0.354	0.0840	0.438
## layer usage
layer / routed length, µm / GRT usage [%]
met5: 0 / 0
met4: 11 / 0.3521
met3: 70 / 1.477
met2: 121 / 1.766
met1: 281 / 2.429
## final timing paths
path / endpoint / depth (start not counted) / slack [ns] / start
max in group asynchronous: direction$_DFF_PN0_ / 1 / 0.80 / reset
max: direction$_DFF_PN0_ / 4 / 0.1 / cntSetting[1]
max reg2reg: direction$_DFF_PN0_ / 3 / 0.19 / Ar[1]$_DFFE_PP_
min in group clk0: Ar[1]$_DFFE_PP_ / 0 / 0.45 / Ar[0]$_DFFE_PP_
min reg2reg: Ar[1]$_DFFE_PP_ / 0 / 0.45 / Ar[0]$_DFFE_PP_
min: direction$_DFF_PN0_ / 1 / 0.22 / reset
## state kept, by name (all words and copies together), names as in the netlist
register,flops
Ar,2
direction,1
Br,2
## cell type report
| class | instances | area [µm²] | share of cell area, % |
|---|---|---|---|
| Sequential cell | 5 | 145.1 | 41.58 |
| Timing Repair Buffer | 7 | 68.82 | 19.71 |
| Tap cell | 46 | 57.56 | 16.49 |
| Multi-Input combinational cell | 7 | 47.55 | 13.62 |
| Clock buffer | 4 | 26.28 | 7.527 |
| Inverter | 1 | 3.754 | 1.075 |
## what timing repair did
action | CTS | global route
gates resized | 1 | 0
setup endpoints to repair | 1 | 0
hold buffers | 0 | 0
## placed cells by master (no fill, tap or decap)
cell type        n
a211oi_1         2
clkbuf_1         1
clkbuf_4         3
clkdlybuf4s50_1  6
dfrtp_1          1
dlygate4sd2_1    1
edfxtp_1         4
inv_1            1
nand2_1          1
nor2b_1          1
nor3b_1          1
o211a_1          1
o21ai_1          1
## logic make-up after synthesis
group | after synthesis
simple gates | 3
buf+inv | 1
flops | 5
compound gates | 4
Power is estimated from default activity; no workload was simulated.
